==> design.v <==
module dvfs_controller (
    input wire         clk,         
    input wire         rst_n,       
    input wire [7:0]   job_queue_occupancy,  
    output reg [1:0]   freq_sel,    
    output reg [1:0]   volt_sel,    
    output reg         dvfs_busy    
);
localparam S_LOW_POWER    = 2'b00;
localparam S_NORMAL       = 2'b01;
localparam S_HIGH_PERF    = 2'b10;
localparam S_TRANSITION   = 2'b11; 
localparam THRESH_LOW     = 8'd60;  
localparam THRESH_HIGH    = 8'd128; 
localparam [7:0] TRANSITION_CYCLES = 8'd100; 
reg [1:0] current_state, next_state;
reg [1:0] target_state;            
reg [7:0] transition_counter;      
always @(posedge clk or negedge rst_n) begin
    if (!rst_n)
        current_state <= S_NORMAL; 
    else
        current_state <= next_state;
end
always @(*) begin
    next_state = current_state; 
    case (current_state)
        S_LOW_POWER: begin
            if (job_queue_occupancy > THRESH_HIGH) 
                next_state = S_TRANSITION;
            else if (job_queue_occupancy > THRESH_LOW) 
                next_state = S_TRANSITION;  
        end
        S_NORMAL: begin
            if (job_queue_occupancy > THRESH_HIGH) 
                next_state = S_TRANSITION;
            else if (job_queue_occupancy < THRESH_LOW) 
                next_state = S_TRANSITION;
        end
        S_HIGH_PERF: begin
            if (job_queue_occupancy < THRESH_LOW) 
                next_state = S_TRANSITION;
            else if (job_queue_occupancy < THRESH_HIGH) 
                next_state = S_TRANSITION;
        end
        S_TRANSITION: begin
            if (transition_counter == 8'd1) 
                next_state = target_state;  
            else 
                next_state = S_TRANSITION;
        end
        default: next_state = S_NORMAL;
    endcase
end
function [1:0] calculate_target_state;
    input [7:0] occupancy;
    begin
        if (occupancy > THRESH_HIGH)
            calculate_target_state = S_HIGH_PERF;
        else if (occupancy < THRESH_LOW)
            calculate_target_state = S_LOW_POWER;
        else 
            calculate_target_state = S_NORMAL;
    end
endfunction
always @(posedge clk or negedge rst_n) begin
    if (!rst_n) begin
        transition_counter <= 8'd0;
        dvfs_busy          <= 1'b0;
        target_state       <= S_NORMAL;
    end else begin
        if (next_state == S_TRANSITION && current_state != S_TRANSITION) begin
            transition_counter <= TRANSITION_CYCLES;
            dvfs_busy          <= 1'b1;
            target_state       <= calculate_target_state(job_queue_occupancy);
        end 
        else if (current_state == S_TRANSITION && transition_counter > 8'd0) begin
            transition_counter <= transition_counter - 8'd1;
            dvfs_busy          <= 1'b1; 
        end 
        else begin
            transition_counter <= 8'd0;
            dvfs_busy          <= 1'b0;
        end
    end
end
always @(posedge clk or negedge rst_n) begin
    if (!rst_n) begin
        freq_sel <= S_NORMAL;
        volt_sel <= S_NORMAL;
    end else if (next_state != current_state && next_state != S_TRANSITION) begin
        freq_sel <= next_state;
        volt_sel <= next_state;
    end
end
endmodule
==> run.sh <==
#!/bin/bash
# OpenROAD 26Q1-2900-gdf79404cd8, Yosys 0.63+post, stock flow scripts
make -C /OpenROAD-flow-scripts/flow DESIGN_CONFIG=/design/flow/config.mk WORK_HOME=/design/flow/orfs finish
==> config.mk <==
export PLATFORM = sky130hd
export DESIGN_NAME = dvfs_controller
export DESIGN_NICKNAME = dvfs_controller
export VERILOG_FILES = /design/flow/design.v
export SDC_FILE = /design/flow/constraint.sdc
export NUM_CORES = 4
export LEC_CHECK = 1
export CORE_AREA = 10 10 94 94
export DIE_AREA = 0 0 104 104
==> constraint.sdc <==
current_design dvfs_controller

set clk_period 2.8
set clk_io_pct 0.2

create_clock -name clk0 -period $clk_period [get_ports {clk}]

set non_clock_inputs [all_inputs -no_clocks]
set_input_delay [expr $clk_period * $clk_io_pct] -clock clk0 $non_clock_inputs
set_output_delay [expr $clk_period * $clk_io_pct] -clock clk0 [all_outputs]
==> impl_metrics.yaml <==
# implementation run metrics
place:
  portBuffers: 14
  place.gp.congestion: 0.753
  hpwl_um: 1280
synth:
  ys_chip_area_sq_um: 820
  netlist_instances: 81
  syn_area_sq_um: 820
  ys_types: 32
  edf_count: 0
  ys_async_sr_fraction_pct: 100
  synth_top_area_share_pct: 36.6
  yosys_warnings: 1
  yosysTopAreaCell: "dfrtp_1"
  ys.flop_type: "dfrtp_1"
  numSynthFlops: 15
  postSynthSeqShare_pct: 46.3
  synth.avg_cell_area_sq_um: 10.1
  ys_cells: 81
  top_cells_by_area: "dfrtp_1 37%, dfstp_2 9.6%, ha_1 4.6%, xnor2_1 4.3%, o21ai_1 3.1%"
flow_run:
  warning_count: 27
  drv_cap: 0
global_route:
  antenna_found_initial: 0
  grt_max_degree: 16
  grt_pass1_wl_um: 2930
  grt_pass1_vias: 659
  gr-total-overflow: 0
  grt_usage_pct: 3.03
die:
  die_w_um: 104
  core_sq_um: 6830
  ioPinCount: 15
  fp-row-count: 30
  fp_util_pct: 12.0
  die_h_um: 104
  die_area_sq_um: 10800
clock_tree:
  post_cts_buffers: 0
  root_buffer: "clkbuf_8"
  tritoncts: "yes"
  cts_made_buffers: 3
  clk_latency_ns: 0.24
  cts_resized: 0
  clock_path_buffers: 2
  hold_buffers: 0
  path_clk_slew_ns: 0.06
  cts_max_level: 1
  cts_sinks: 15
drt:
  wl_per_cell_um: 8.48
  ant_nets: 0
  drt_pass1_iterations: 4
  antennaDiodeCount: 0
  num_vias: 650
  drc: 0
  finalWirelength_um: 1640
  drt_iter0_drc: 36
  avgViaCountPerCell: 3.37
critical_path:
  crit_type: "input port to register"
  path_max_fanout: 5
  critPathCaptureType: "register"
  startpoint_type: "input port"
  critPathRequiredTime_ns: 2.92
  crit_arrival_ns: 1.99
  r2r_setup_slack_ns: 1.36
final_layout:
  nFillCells: 786
  drive_gt1_share_pct: 10.3
  syn_to_final_growth_pct: 35.4
sta:
  fin_crit_sh_pct: 67.1
  fmax_mhz: 532
  skew_ns: 0.00126
  rsz0062_at_grt: "no"
  fin_crit_ns: 1.88
  relSlewSlack_pct: 54.8
  hold_violations: 0
  setup_viol: 0
  tns_ns: 0
  finalMaxSlewViolations: 0
  worst_pin_slew_ns: 0.676
power:
  leakagePower_nw: 0.417
  p_per_area_nw_per_um2: 961
  ir_drop_mv: 0.194
  total_power_mw: 1.07
min_path:
  hp-class: "register to register"
run_status:
  status: "completed"
worst max-delay path, stage by stage:
cell	delay [ns]
clkdlybuf4s50_1	0.47
or2_1	0.26
a211o_1	0.34
o221ai_2	0.26
o21ai_1	0.10
area by class of cell:
class / instances / area [sq um] / area share [%]
clock buffers: 4 / 45.0 / 4.06
inverters: 6 / 22.5 / 2.03
multi-input cells: 58 / 403 / 36.3
flip-flops and latches: 15 / 379 / 34.2
well taps: 96 / 120 / 10.8
repair buffers: 14 / 140 / 12.6
metal layers:
| metal | up-vias | track usage [%] | part of all wire, % |
|---|---|---|---|
| met5 | - | 0 | 0 |
| met1 | 308 | 4.29 | 52 |
| li1 | 324 | - | - |
| met3 | 2 | 0.877 | 7.3 |
| met4 | 0 | 0.895 | 2.1 |
| met2 | 16 | 4.32 | 39 |
registers in the layout, indices dropped and copies added, names as in the netlist:
name,count
transition_counter,8
current_state,2
freq_sel,2
target_state,2
dvfs_busy,1
worst paths after layout:
check | startpoint | endpoint | cells past startpoint
setup reg to reg | transition_counter[3] | freq_sel[1] | 4
min in group asynchronous | rst_n | transition_counter[0] | 1
hold / removal | transition_counter[0] | transition_counter[0] | 1
setup / recovery | job_queue_occupancy[7] | transition_counter[6] | 5
max in group asynchronous | rst_n | transition_counter[6] | 1
hold reg to reg | transition_counter[0] | transition_counter[0] | 1
report_power, final:
part	internal [mW]	switching, mW	leakage, nW
clock	0.100	0.0679	0.0228
combinational	0.238	0.226	0.217
sequential	0.334	0.100	0.177
kinds of logic (layout without fill, tap and decap cells):
logic type	count (synthesis)	count (layout)	share of synthesized area, %
AND/OR/NAND/NOR	28	28	20.5
AND-OR/OR-AND	21	21	17.6
flip-flops	15	15	46.3
buffers and inverters	8	24	4.58
XOR/XNOR	5	5	5.34
adder cells (fa/ha/maj)	3	3	4.58
multiplexers	1	1	1.22
Yosys cell counts (2+ instances only):
master / count
a21oi_1: 4
buf_4: 2
dfrtp_1: 12
dfstp_2: 3
ha_1: 3
inv_1: 6
nand2_1: 4
nor2_1: 6
nor3_1: 3
nor3b_1: 3
o211ai_1: 2
o21ai_0: 3
o21ai_1: 5
or2_1: 2
or3_1: 3
xnor2_1: 4
layout by cell type, fill, tap and decap left out, types with 2 or more instances in the layout:
cell type,n
a21oi_1,4
nor3_1,3
dfstp_2,3
o211ai_1,2
inv_1,6
dfrtp_1,12
nand2_1,4
xnor2_1,4
clkdlybuf4s50_1,14
o21ai_1,5
or3_1,3
ha_1,3
or2_1,2
nor2_1,6
o21ai_0,3
clkbuf_8,3
nor3b_1,3
metrics by stage:
| step | util [%] | std cells | area [sq um] | worst slack, ns | hold slack (ns) |
|---|---|---|---|---|---|
| 2_1_floorplan | - | 81 | 820 | 1.25 | 0.264 |
| 3_3_place_gp | 15.6 | 189 | 1060 | 0.628 | 0.492 |
| 3_5_place_dp | 15.6 | 189 | 1060 | 0.655 | 0.489 |
| 4_1_cts | 16.2 | 193 | 1110 | 0.911 | 0.505 |
| 5_1_grt | 16.2 | 193 | 1110 | 0.598 | 0.526 |
| 6_report | 16.2 | 193 | 1110 | 0.922 | 0.507 |
No activity file was given, so power comes from the tool's default toggle rates.
